## ./design.v

```verilog
module adder_32_bit(
    a,
    b,
    cin,
    sum,
    cout
    );
    parameter instruction_width = 32;
    parameter cla_width = instruction_width/2;
    parameter block_num = cla_width/4;
    input [instruction_width-1:0] a, b;
    input cin; 
    output cout;
    output [instruction_width-1:0] sum;
    wire [cla_width-1:0] sum_high0, sum_high1, a_high, b_high, a_low, b_low, sum_low;
    wire cout_high0, cout_high1, cout_select;
    assign a_high = a[instruction_width-1:cla_width];
    assign a_low = a[cla_width-1:0];
    assign b_high = b[instruction_width-1:cla_width];
    assign b_low = b[cla_width-1:0];
    assign cout = (cout_select) ? cout_high1 : cout_high0;
    assign sum[instruction_width-1:cla_width] = (cout_select) ? sum_high1 : sum_high0;
    assign sum[cla_width-1:0] = sum_low;
    multilevel_cla inst_cla_high0(
        .a(a_high),
        .b(b_high),
        .cin(1'b0),
        .sum(sum_high0),
        .cout(cout_high0)
    );
    multilevel_cla inst_cla_high1(
        .a(a_high),
        .b(b_high),
        .cin(1'b1),
        .sum(sum_high1),
        .cout(cout_high1)
    );
    multilevel_cla inst_cla_low(
        .a(a_low),
        .b(b_low),
        .cin(cin),
        .sum(sum_low),
        .cout(cout_select)
    );
endmodule
module lookahead_carry_generator_4bit(
    g_in,
    p_in,
    cin,
    cout,
    g_out,
    p_out
    );
    parameter instruction_width = 32;
    parameter cla_width = instruction_width/2;
    parameter block_num = cla_width/4;
    parameter block_width = cla_width/4;
    input [block_width-1:0] g_in, p_in;
    input cin;
    output [block_width-1:0] cout;
    output g_out, p_out;
    assign g_out = g_in[3] | (g_in[2] & p_in[3]) | (g_in[1] & p_in[2] & p_in[3]) | (g_in[0] & p_in[1] & p_in[2] & p_in[3]);
    assign p_out = p_in[0] & p_in[1] & p_in[2] & p_in[3];
    assign cout[0] = g_in[0] | (cin & p_in[0]);
    assign cout[1] = g_in[1] | (g_in[0] & p_in[1]) | (cin & p_in[0] & p_in[1]);
    assign cout[2] = g_in[2] | (g_in[1] & p_in[2]) | (g_in[0] & p_in[1] & p_in[2]) | (cin & p_in[0] & p_in[1] & p_in[2]);
    assign cout[3] = g_in[3] | (cout[2] & p_in[3]);
endmodule
module multilevel_cla(
    a,
    b,
    cin,
    sum,
    cout
    );
    parameter instruction_width = 32;
    parameter cla_width = instruction_width/2;
    parameter block_num = cla_width/4;
    parameter block_width = cla_width/4;
    input [cla_width-1:0] a, b;
    input cin; 
    output cout;
    output [cla_width-1:0] sum;
    wire [block_num-1:0] block_p, block_g, block_c;
    wire [cla_width-1:0] bit_p, bit_g;
    wire [cla_width:0] carry;
    wire [cla_width:0] carry_wire;
    assign carry[0] = cin;
    assign carry[4] = block_c[0];
    assign carry[8] = block_c[1];
    assign carry[12] = block_c[2];
    assign carry[16] = block_c[3];
    assign bit_g = a & b;
    assign bit_p = a ^ b;
    genvar j;
    generate
        for(j=0; j<block_num; j=j+1) begin: cla_network_level1
            assign carry[j*4+1 +: 3] = carry_wire[j*4 +: 3];
            lookahead_carry_generator_4bit inst_lookahead_network1(
                .g_in(bit_g[j*4 +: 4]),
                .p_in(bit_p[j*4 +: 4]),
                .cin(carry[j*4]),
                .cout(carry_wire[j*4 +: 4]),
                .g_out(block_g[j]),
                .p_out(block_p[j])
                );
        end
    endgenerate
    lookahead_carry_generator_4bit inst_lookahead_network2(
        .g_in(block_g),
        .p_in(block_p),
        .cin(carry[0]),
        .cout(block_c)
        );
    assign sum = bit_p ^ carry[cla_width-1:0];
    assign cout = carry[16];
endmodule
```

## ./run.sh

```bash
#!/bin/bash
# OpenROAD 26Q1-2900-gdf79404cd8, Yosys 0.63+post, stock flow scripts
make -C /OpenROAD-flow-scripts/flow DESIGN_CONFIG=/design/flow/config.mk WORK_HOME=/design/flow/orfs finish
```

## ./config.mk

```make
export PLATFORM = sky130hd
export DESIGN_NAME = adder_32_bit
export DESIGN_NICKNAME = adder_32_bit
export VERILOG_FILES = /design/flow/design.v
export SDC_FILE = /design/flow/constraint.sdc
export NUM_CORES = 4
export LEC_CHECK = 1
export CORE_AREA = 10 10 92 92
export DIE_AREA = 0 0 102 102
```

## ./constraint.sdc

```tcl
current_design adder_32_bit

set clk_period 9.1
set clk_io_pct 0.2

create_clock -name clk0 -period $clk_period

set non_clock_inputs [all_inputs -no_clocks]
set_input_delay [expr $clk_period * $clk_io_pct] -clock clk0 $non_clock_inputs
set_output_delay [expr $clk_period * $clk_io_pct] -clock clk0 [all_outputs]
```

==> job_summary.md <==
## Synthesis and layout report

| Metric | Value |
|---|---|
| Status | finished, final reports clean |
| HP Start | b[7] |
| Hold path depth | 4 |
| # diodes | 0 |
| Mapped Area | ~0.0015 sq mm |
| Peak Freq | 0.143 GHz |
| Routed Antenna Nets | 0 |
| Worst hold slack | about 4.7 ns |
| Slowest cell delay on critical path | 0.49 ns |
| Placed cell count | ~340 |
| CP Cell Sequence | clkdlybuf4s50_1, ha_1, and3_4, a311o_1, o21ai_2, o21bai_4, a221oi_4, o21bai_1, ha_1, o21a_1, o21a_1, nor2_1, xnor2_1, clkdlybuf4s50_1 |
| Hold Vio Cnt, Final | 0 |
| Vias in the first global route | approximately 1700 |
| Pleak | 1.08 nW |
| # Cells Yosys | between 150 and 200 |
| I/O pin count | between 90 and 100 |
| Worst path required time | between 7 and 8 ns |
| Worst setup margin | about 2.1 ns |
| Vias | 1585 |
| GRT overflow | 0 |
| RSZ-0062 raised after global routing | no |
| Finished Cell Area | 0.00253 sq mm |
| Crit-path slowest cell | clkdlybuf4s50_1 |
| Final setup violation count | 0 |
| Largest net degree at the start of global routing | 8 |
| Met2 Use GR | approximately 14% |
| Die y size | a little over 100 microns |
| GPL Wtd Cong | between 0.8 and 0.9 |
| Core Area | 0.00646 sq mm |
| DR DRC count | 0 |
| Fillers | 653 |
| GR peak layer | met2 |
| Starting Density | 22.5% |
| Post-CTS Resized | 0 |
| Initial antenna violation count | 0 |
| OpenROAD warnings | around 40 |
| Fin crit share | between 70% and 80% |
| Cts hold-fix bufs | 0 |
| WHS Endpoint | sum[7] |
| I/O Buffers | slightly below 100 |
| DRT Pass-1 Iters | 6 |
| Non-filler cells in the finished layout | ~340 |
| Worst VDD drop | roughly 0.028 mV |
| Crit path DAT | 5.16 ns |
| Registers | 0 |
| DIE WIDTH | between 100 and 150 microns |
| WL final | approximately 4.5 mm |
| Mean Syn Cell Area | approximately 8.6 sq um |
| Flop area | 0 sq um |
| Final TNS setup | 0 ns |
| CP Max Fanout | 6 |
| Met1 usage | 9.34% |
| YS chip area | roughly 0.0015 sq mm |
| Pwr Density | between 70 and 80 mW/mm^2 |
| Crit end category | output port |
| Comb gate area | 0.00141 sq mm |
| CP delay by family, top | AND-OR/OR-AND gates |
| Max-area cell share | between 30% and 40% |
| CP Buf/Inv Count | 2 |
| Min Tclk post-route | 6.98 ns |
| GRT Util Overall | 8.24% |
| Row cnt | 29 |
| Actual slew at the worst max-slew pin | 0.330 ns |
| Post-placement cell area | around 0.0025 sq mm |
| Vias per cell | around 4.6 |
| Synth-to-layout area growth | 74.3% |
| Worst Hold Class | in2out |
| Max_cap viols | 0 |
| Clkbuf count | 0 |
| Setup Buffers After CTS | 0 |
| YS warnings | 0 |
| Max_slew headroom | between 70% and 80% |
| Place WS | roughly 2.1 ns |
| Die ar. | ~0.010 sq mm |
| Layout cells sized above 1 | roughly 1.5% |
| Post-synthesis instance total | approximately 170 |
| Final Max-Slew Violation Tally | 0 |
| Yosys cell types | 37 |
| Register share after synthesis | 0% |
| First-pass GRT wire length | between 7 and 8 mm |
| DR WL/cell | between 10 and 15 microns |
| Starting DRT DRC Count | 31 |
| Met3 usage | 4.36% |
| Setup CP Type | in2out |
| Startpoint class of the critical path | primary input |
| Largest cells by area after synthesis | ha_1 35%, fa_1 9.7%, o21a_1 7.8% |
| Largest area contributor in the netlist | ha_1 |
| HPWL after detailed placement | roughly 4.2 mm |
==> cell type report <==
class | count | area share (%)
Inverter | 11 | 1.63
Multi-Input combinational cell | 158 | 55.7
Tap cell | 77 | 3.81
Timing Repair Buffer | 98 | 38.8
==> through the flow <==
stage	util, %	power, mW
final	39.1	0.178
after global routing	39.1	0.200
after CTS	39.1	0.182
after detailed placement	39.1	0.180
after global placement	39.1	0.181
after floorplan	-	0.0728
==> where the power goes <==
part | switching, mW | leakage (nW) | total [mW] | internal [mW]
clock network | 0 | 0 | 0 | 0
logic | 0.0619 | 1.08 | 0.178 | 0.116
registers | 0 | 0 | 0 | 0
total | 0.0619 | 1.08 | 0.178 | 0.116
==> per-layer routing <==
layer  wire length [microns]  share of wire (%)
met5                       0                  0
met4                       0                  0
met3                     747                 17
met2                    1980                 44
met1                    1790                 40
==> placed cells by master, fill, tap and decap left out, types with 4 or more instances in the layout <==
cell type         n
a21oi_1           7
xor2_1            7
ha_1             40
a21o_1            7
o21a_1           15
nand4_1           5
nor3_1            7
o21ai_0           6
nor2_1           16
clkdlybuf4s50_1  98
nand2_1           4
xnor2_1          10
fa_1              7
inv_1            11
==> cell usage after synthesis, drive strengths merged, types with 4 or more instances <==
library cell	number
xor2	7
o21a	15
xnor2	10
nor3	7
inv	11
nand2	4
nor2	16
a21oi	7
a21o	7
ha	40
nand4	5
o21ai	8
fa	7
==> cells by family after synthesis <==
group	Yosys count	share of synthesized area, %
AOI/OAI and AO/OA	53	27.8
adders and majority gates	47	44.2
and+or+nand+nor	39	13.5
xor gates and xnor gates	17	10.3
buffers and inverters	11	2.85
muxes	2	1.38
==> worst max-delay path by stage <==
| stage | startpoint | cells after the start | to |
|---|---|---|---|
| finish | a[0] | 14 | sum[23] |
| global route | a[5] | 14 | sum[23] |
| CTS | a[0] | 14 | sum[23] |
Power figures rest on the tool's default switching activity, not on a simulated workload.
