==> flow/design.v <==
module lza16(
    a,
    b,
    sft_cnt,
    v,
    correct
    );
    localparam D_WIDTH = 16;                                 
    localparam DTREE_WIDTH1 = D_WIDTH / 2;                   
    localparam DTREE_WIDTH2 = DTREE_WIDTH1 / 2;              
    localparam DTREE_WIDTH3 = DTREE_WIDTH2 / 2;              
    localparam CNT_WIDTH = 4;                                
    input   [D_WIDTH-1:0]       a;                           
    input   [D_WIDTH-1:0]       b;                           
    output  [CNT_WIDTH-1:0]     sft_cnt;                     
    output                      v;                           
    output                      correct;                     
    wire    [D_WIDTH+1:0]       e_bit;                       
    wire    [D_WIDTH+1:0]       g_bit;                       
    wire    [D_WIDTH+1:0]       s_bit;                       
    assign e_bit[D_WIDTH:1] = ~(a ^ b);
    assign g_bit[D_WIDTH:1] = a & ~b;
    assign s_bit[D_WIDTH:1] = ~a & b;
    assign e_bit[D_WIDTH+1] = 0;
    assign g_bit[D_WIDTH+1] = 0;
    assign s_bit[D_WIDTH+1] = 0;
    assign e_bit[0] = 0;
    assign g_bit[0] = 0;
    assign s_bit[0] = 0;
    wire    [D_WIDTH-1:0]       f_bit;                       
    genvar i;
    generate
        for(i = 1; i < (D_WIDTH + 1); i = i + 1) begin: lza_cal_fi
            assign f_bit[i-1] = (e_bit[i+1] & g_bit[i] & ~s_bit[i-1]) | (~e_bit[i+1] & s_bit[i] & ~s_bit[i-1]);
        end
    endgenerate
    wire                        nouse;                       
    assign v = &(e_bit[D_WIDTH:1]);
    lzd_lka16 inst_enctree(
        .d_in(f_bit),
        .sft_cnt(sft_cnt),
        .zero(nouse)
    );
    wire    [D_WIDTH-1:0]       p_bit;                       
    wire    [D_WIDTH-1:0]       n_bit;                       
    wire    [D_WIDTH-1:0]       z_bit;                       
    genvar j;
    generate
        for(j = 1; j < (D_WIDTH + 1); j = j + 1) begin: lza_cal_pnz
            assign p_bit[j-1] = (g_bit[j] | s_bit[j]) & ~s_bit[j-1];
            assign n_bit[j-1] = e_bit[j+1] & s_bit[j];
            assign z_bit[j-1] = ~(p_bit[j-1] | n_bit[j-1]);
        end
    endgenerate
    wire    [DTREE_WIDTH1-1:0]  bigz_lv1;                    
    wire    [DTREE_WIDTH1-1:0]  bigp_lv1;                    
    wire    [DTREE_WIDTH1-1:0]  bign_lv1;                    
    wire    [DTREE_WIDTH1-1:0]  bigy_lv1;                    
    wire    [DTREE_WIDTH2-1:0]  bigz_lv2;                    
    wire    [DTREE_WIDTH2-1:0]  bigp_lv2;                    
    wire    [DTREE_WIDTH2-1:0]  bign_lv2;                    
    wire    [DTREE_WIDTH2-1:0]  bigy_lv2;                    
    wire    [DTREE_WIDTH3-1:0]  bigz_lv3;                    
    wire    [DTREE_WIDTH3-1:0]  bigp_lv3;                    
    wire    [DTREE_WIDTH3-1:0]  bign_lv3;                    
    wire    [DTREE_WIDTH3-1:0]  bigy_lv3;                    
    wire                        bigy_lv4;                    
    genvar k1;
    generate
        for (k1 = 0; k1 < DTREE_WIDTH1; k1 = k1 + 1) begin: dtree_lv1
            assign bigz_lv1[k1] = z_bit[k1*2 + 1] & z_bit[k1*2];
            assign bigp_lv1[k1] = (z_bit[k1*2 + 1] & p_bit[k1*2]) | (p_bit[k1*2 + 1] & z_bit[k1*2]);
            assign bign_lv1[k1] = n_bit[k1*2 + 1] | (z_bit[k1*2 + 1] & n_bit[k1*2]);
            assign bigy_lv1[k1] = 0;
        end
    endgenerate
    genvar k2;
    generate
        for (k2 = 0; k2 < DTREE_WIDTH2; k2 = k2 + 1) begin: dtree_lv2
            assign bigz_lv2[k2] = bigz_lv1[k2*2 + 1] & bigz_lv1[k2*2];
            assign bigp_lv2[k2] = (bigz_lv1[k2*2 + 1] & bigp_lv1[k2*2]) | (bigp_lv1[k2*2 + 1] & bigz_lv1[k2*2]);
            assign bign_lv2[k2] = bign_lv1[k2*2 + 1] | (bigz_lv1[k2*2 + 1] & bign_lv1[k2*2]);
            assign bigy_lv2[k2] = bigy_lv1[k2*2 + 1] | (bigz_lv1[k2*2 + 1] & bigy_lv1[k2*2]) | (bigp_lv1[k2*2 + 1] & bign_lv1[k2*2]);
        end
    endgenerate
    genvar k3;
    generate
        for (k3 = 0; k3 < DTREE_WIDTH3; k3 = k3 + 1) begin: dtree_lv3
            assign bigz_lv3[k3] = bigz_lv2[k3*2 + 1] & bigz_lv2[k3*2];
            assign bigp_lv3[k3] = (bigz_lv2[k3*2 + 1] & bigp_lv2[k3*2]) | (bigp_lv2[k3*2 + 1] & bigz_lv2[k3*2]);
            assign bign_lv3[k3] = bign_lv2[k3*2 + 1] | (bigz_lv2[k3*2 + 1] & bign_lv2[k3*2]);
            assign bigy_lv3[k3] = bigy_lv2[k3*2 + 1] | (bigz_lv2[k3*2 + 1] & bigy_lv2[k3*2]) | (bigp_lv2[k3*2 + 1] & bign_lv2[k3*2]);
        end
    endgenerate
    assign bigy_lv4 = bigy_lv3[1] | (bigz_lv3[1] & bigy_lv3[0]) | (bigp_lv3[1] & bign_lv3[0]);
    assign correct = bigy_lv4;
endmodule
module lzd_lka16(
    d_in,
    sft_cnt,
    zero
    );
    localparam D_WIDTH = 16;                                 
    localparam CNT_WIDTH = 4;                                
    localparam BLOCK_WIDTH = 4;                              
    localparam BLOCK_CNT_WIDTH = 2;                          
    localparam BLOCK_NUM = 4;                                
    localparam SFT_WIDTH1 = BLOCK_NUM * BLOCK_CNT_WIDTH;     
    input   [D_WIDTH-1:0]       d_in;                        
    output  [CNT_WIDTH-1:0]     sft_cnt;                     
    output                      zero;                        
    wire    [SFT_WIDTH1-1:0]    sft_cnt_lv1;                 
    wire    [D_WIDTH-1:0]       cmp_lv1;                     
    wire    [BLOCK_NUM-1:0]     zero_lv1;                    
    genvar i;
    generate
        for(i = 0; i < BLOCK_NUM; i = i + 1) begin: lzd_lka_lv1
            assign zero_lv1[i] = d_in[i*BLOCK_NUM + 3] | d_in[i*BLOCK_NUM + 2] | d_in[i*BLOCK_NUM + 1] | d_in[i*BLOCK_NUM];
            assign cmp_lv1[i*BLOCK_NUM + 3] = d_in[i*BLOCK_NUM + 3];
            assign cmp_lv1[i*BLOCK_NUM + 2] = d_in[i*BLOCK_NUM + 2] & ~d_in[i*BLOCK_NUM + 3];
            assign cmp_lv1[i*BLOCK_NUM + 1] = d_in[i*BLOCK_NUM + 1] & ~d_in[i*BLOCK_NUM + 2] & ~d_in[i*BLOCK_NUM + 3];
            assign cmp_lv1[i*BLOCK_NUM]     = 0;
            assign sft_cnt_lv1[i*BLOCK_CNT_WIDTH]     = cmp_lv1[i*BLOCK_NUM + 3] | cmp_lv1[i*BLOCK_NUM + 1];
            assign sft_cnt_lv1[i*BLOCK_CNT_WIDTH + 1] = cmp_lv1[i*BLOCK_NUM + 3] | cmp_lv1[i*BLOCK_NUM + 2];
        end
    endgenerate 
    wire    [BLOCK_WIDTH-1:0]       cmp_lv2;                 
    wire    [BLOCK_CNT_WIDTH-1:0]   sft_cnt_hi;              
    assign zero = |(zero_lv1);
    assign cmp_lv2[3] = zero_lv1[3];
    assign cmp_lv2[2] = zero_lv1[2] & ~zero_lv1[3];
    assign cmp_lv2[1] = zero_lv1[1] & ~zero_lv1[2] & ~zero_lv1[3];
    assign cmp_lv2[0] = 0;
    assign sft_cnt_hi[0] = cmp_lv2[3] | cmp_lv2[1];
    assign sft_cnt_hi[1] = cmp_lv2[3] | cmp_lv2[2];
    reg     [BLOCK_CNT_WIDTH-1:0]   sft_cnt_lo;              
    always @(*) begin
        case (sft_cnt_hi)
            0:      sft_cnt_lo = sft_cnt_lv1[1:0];
            1:      sft_cnt_lo = sft_cnt_lv1[3:2];
            2:      sft_cnt_lo = sft_cnt_lv1[5:4];
            3:      sft_cnt_lo = sft_cnt_lv1[7:6];
            default:sft_cnt_lo = 0;
        endcase
    end
    assign sft_cnt = {sft_cnt_hi, sft_cnt_lo};
endmodule
==> flow/run.sh <==
#!/bin/bash
# OpenROAD 26Q1-2900-gdf79404cd8, Yosys 0.63+post, stock flow scripts
make -C /OpenROAD-flow-scripts/flow DESIGN_CONFIG=/design/flow/config.mk WORK_HOME=/design/flow/orfs finish
==> flow/config.mk <==
export PLATFORM = sky130hd
export DESIGN_NAME = lza16
export DESIGN_NICKNAME = lza16
export VERILOG_FILES = /design/flow/design.v
export SDC_FILE = /design/flow/constraint.sdc
export NUM_CORES = 4
export LEC_CHECK = 1
export CORE_AREA = 10 10 89 89
export DIE_AREA = 0 0 99 99
==> flow/constraint.sdc <==
current_design lza16

set clk_period 2.8
set clk_io_pct 0.2

create_clock -name clk0 -period $clk_period

set non_clock_inputs [all_inputs -no_clocks]
set_input_delay [expr $clk_period * $clk_io_pct] -clock clk0 $non_clock_inputs
set_output_delay [expr $clk_period * $clk_io_pct] -clock clk0 [all_outputs]
==> results.cfg <==
; physical design summary
[global_route]
grtUsageTotal = 0.104
overflow = 0
grt_start_max_net_pins = 9
grt_pass1_vias = 2039
grt_pass1_wl_mm = 9.20
antenna_found_initial = 0

[cells_and_area]
clkbuf_count = 0
drive_gt1_frac = 0.650
design.seq.count = 0
fill_cells = 486
flop_area_sq_um = 0
area_delta_synth_final_pct = 97.9

[power]
internal_power_mw = 0.420
clkPwrFrac = 0
swShare = 0.422
p_seq_frac = 0
power.density_mw_per_mm2 = 217
leakagePower_nw = 1.54
peakVddDrop_mv = 0.106
combPwrFrac = 1.000
power.total_mw = 0.728
p_sw_mw = 0.307

[synthesis]
postSynthSeqShare = 0
netlist.area_leader.share = 0.273
yosys_warnings = 1
yosys-stat-area_sq_mm = 0.00169
synthDistinctLibCells = 55
ys_cells = 229
synth_area_per_cell_sq_um = 7.40
topCellsByArea = ha_1 (27%), inv_1 (8.2%), mux2i_1 (5.3%)
netlist_area_sq_mm = 0.00169
syn_inst = 229
yosysTopAreaCell = ha_1
yosys-top-cells-count = ha_1 (37), inv_1 (37), nor2_1 (21), nand2_1 (12)

[die]
core_area_sq_mm = 0.00599
ioPinCount = 38
dieHeight_um = 99
chipArea_sq_mm = 0.00980
die_w_um = 99
fp_util = 0.283
rows = 28

[route]
route.detailed.drc = 0
ant_nets = 0
post_drt_wl_per_cell_um = 12.2
post_drt_via_cell_ratio = 4.76
initialDrtViolationCount = 53
dr.pass1.iters = 4
diodes = 0
wl_mm = 5.25
vias = 2043

[place]
place_ws_ns = -0.910
port_buffers = 38
place_congestion = 0.845
place_hpwl_mm = 3.80

[timing]
grt_setup_unrepaired = true
fmax_mhz = 358
relSlewSlack = 0.725
setup_viol = 0
tightest_slew_ns = 0.412
finalCritPeriodShare = 0.998
finalHoldViolations = 0
worst_slack_ns = 0.00491
slew_violations = 0
period_minus_slack_ns = 2.80

[setup_path]
crit_fanout = 4
worstSetupPathType = in2out
worstSetupStartpointType = input port
cp_data_required_time_ns = 2.24
arrival_ns = 2.24
crit_path_end_kind = primary output

[outcome]
status = finished clean

[flow_run]
drv_cap = 0
warning_count = 55

[hold_path]
hold_class = in2out
-- power groups by stage --
stage         logic [mW]  registers (mW)  clock network, mW
CTS                0.692               0                  0
global route       0.791               0                  0
finish             0.728               0                  0
-- final timing paths --
check	cells past startpoint	from	to
hold / removal	6	a[3]	sft_cnt[1]
setup / recovery	11	a[3]	correct
-- worst max-delay path: stages --
cell and delay, ns:
buf_6 0.08, inv_4 0.03, ha_4 0.28, buf_4 0.11
o2bb2ai_2 0.06, a21oi_2 0.12, or4b_4 0.47, a21oi_2 0.15
o2111ai_1 0.11, o211ai_1 0.13, buf_2 0.14
-- per-layer routing --
layer,GRT usage,part of all wire,vias up
li1,-,-,1063
met1,0.147,0.50,958
met2,0.183,0.48,22
met3,0.00211,0.017,0
met4,0,0,0
met5,0,0,-
-- kinds of logic (layout without fill, tap and decap cells) --
group / after synthesis / after routing / synth area share
muxes: 10 / 10 / 0.0598
and+or+nand+nor: 53 / 53 / 0.160
adders and majority gates: 39 / 39 / 0.285
AOI/OAI and AO/OA: 64 / 64 / 0.295
buffers and inverters: 56 / 181 / 0.163
xor gates and xnor gates: 7 / 7 / 0.0362
-- layout by cell type, fill, tap and decap left out, drive strengths merged, types with 2 or more instances in the layout --
cell type / instances
inv: 40
mux2i: 9
o31a: 2
nor3: 4
nand4: 4
xor2: 2
o21bai: 3
o22ai: 5
nand2: 12
o211ai: 3
a32oi: 2
o32ai: 5
ha: 37
a21o: 2
clkdlybuf4s15: 5
nor2: 21
a21oi: 9
a211oi: 4
maj3: 2
buf: 132
o21ai: 7
o2bb2ai: 4
nor3b: 2
dlygate4sd2: 2
a22oi: 5
xnor2: 5
and2: 2
or2: 2
a31oi: 3
-- metrics by stage --
step	hold WS, ns	cells	instance area, sq um	TNS, ns	util
3_5_place_dp	2.37	401	2610	-4.03	0.435
4_1_cts	1.81	427	3270	-0.00855	0.546
3_3_place_gp	2.37	401	2610	-3.93	0.435
5_1_grt	1.83	429	3350	-0.149	0.560
6_report	1.81	429	3350	0	0.560
2_1_floorplan	1.38	229	1690	0	-
-- area by class of cell --
cell class / instances / area, sq um / share of cell area
multi-input combinational: 173 / 1980 / 0.592
timing repair buffer: 141 / 1120 / 0.333
tap: 75 / 93.8 / 0.0280
inverter: 40 / 158 / 0.0470
-- what timing repair did --
action / in CTS / in global routing
pin swaps: 61 / 26
hold buffers: 0 / 0
setup endpoints to repair: 6 / 5
setup buffers: 27 / 2
gates resized: 237 / 29
Power figures rest on the tool's default switching activity, not on a simulated workload.
