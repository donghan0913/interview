`flow/config.mk`:
```
export PLATFORM = sky130hd
export DESIGN_NAME = register_file
export DESIGN_NICKNAME = register_file
export VERILOG_FILES = /design/flow/design.v
export SDC_FILE = /design/flow/constraint.sdc
export NUM_CORES = 4
export LEC_CHECK = 1
export CORE_UTILIZATION = 50
```
`flow/constraint.sdc`:
```
current_design register_file

set clk_period 15.4
set clk_io_pct 0.2

create_clock -name clk0 -period $clk_period [get_ports {clk}]

set non_clock_inputs [all_inputs -no_clocks]
set_input_delay [expr $clk_period * $clk_io_pct] -clock clk0 $non_clock_inputs
set_output_delay [expr $clk_period * $clk_io_pct] -clock clk0 [all_outputs]
```
`flow/design.v`:
```
module register_file(
    clk,
    rstn,
    w_data,
    w_en,
    w_addr,
    ra_addr,
    rb_addr,
    ra_data,
    rb_data
    );
    parameter instruction_width = 32;
    parameter register_addr = 5;
    parameter register_file_depth = 2**register_addr;
    input clk, rstn, w_en;
    input [instruction_width-1:0] w_data;
    input [register_addr-1:0] w_addr, ra_addr, rb_addr;
    output reg [instruction_width-1:0] ra_data, rb_data;
    reg [instruction_width-1:0] regfile [register_file_depth-1:0];
    integer i;
    always @(*) begin
        ra_data = regfile[ra_addr];
    end
    always @(*) begin
        rb_data = regfile[rb_addr];
    end
    always @(posedge clk) begin
        if(~rstn) begin
            for(i=0 ; i<register_file_depth ; i=i+1) begin
                regfile[i] <= 0;
            end
        end
        else begin
            if (w_en) begin
                regfile[w_addr] <= w_data;
            end
        end
    end
endmodule
```
`flow/run.sh`:
```
#!/bin/bash
# OpenROAD 26Q1-2900-gdf79404cd8, Yosys 0.63+post, stock flow scripts
make -C /OpenROAD-flow-scripts/flow DESIGN_CONFIG=/design/flow/config.mk WORK_HOME=/design/flow/orfs finish
```
==> impl_metrics.json <==
{
  "largest_reg_flops": 1024,
  "htree_levels": 3,
  "rsz0062_at_grt": "false",
  "hold_slack_ns": 3.14,
  "endpoint_kind": "output port",
  "largest-register": "regfile",
  "pwr-share-clk_pct": 38.4,
  "grt_max_degree": 88,
  "synth_cell_types": 27,
  "grt_usage_pct": 37.8,
  "ys_seq_share_pct": 55.2,
  "drt-total-wl_mm": 195,
  "post_cts_resized": 0,
  "cap_violations": 0,
  "setup_slack_ns": 4.83,
  "rows": 122,
  "ff_type": "edfxtp_1",
  "dpl_cell_area_um2": 58700,
  "ir_worst_vdd_mv": 0.0861,
  "critPathMaxFanout": 66,
  "synth_stat.cells": 4646,
  "min_path_cells": 2,
  "pwr-share-comb_pct": 12.4,
  "final_cell_area_um2": 62100,
  "crit_path_start_kind": "input port",
  "grt_pass1_wl_mm": 277,
  "syn_area_um2": 55800,
  "drc": 0,
  "gp_congestion": 0.935,
  "netlist.top_cell.by_area": "edfxtp_1",
  "fp.dieH_um": 336,
  "arrival_ns": 7.49,
  "worst_pin_slew_ns": 0.923,
  "cts_setup_buffers": 0,
  "die_x_um": 336,
  "cts_root_buffer": "clkbuf_16",
  "period_used_pct": 68.7,
  "cts.path.max_buffers": 3,
  "place_ws_ns": 4.94,
  "openroad.warnings": 26,
  "synthArstFlopShare_pct": 0,
  "hpwl_mm": 111,
  "core_um2": 111000,
  "intPower_mw": 4.95,
  "postSynthAreaPerCell_um2": 12.0,
  "hold_class": "input port to register",
  "critical_path_required_ns": 12.32,
  "topCellsByArea": "edfxtp_1 (55%), mux2i_1 (18%), and2_1 (12%), a22oi_1 (2.6%), a22o_1 (2.0%)",
  "final-hold-violation-count": 0,
  "drive_gt1_share_pct": 8.36,
  "syn_inst": 4646,
  "vias_per_cell": 6.20,
  "grt_pass1_vias": 38500,
  "yosysMostFrequentCell": "and2_1",
  "post-route-util_pct": 56.1,
  "dr.pass1.iters": 6,
  "crit_type": "input port to output port",
  "routedWlPerCell_um": 31.7,
  "cts_hold_buf": 0,
  "status": "finished, final reports clean",
  "drt_iter0_drc": 2530,
  "max_slew_margin_pct": 38.4,
  "top_cells_by_count": "and2_1 (1026), edfxtp_1 (1024), mux2i_1 (1024), clkbuf_1 (275), nand2_1 (197)",
  "p_leak_nw": 24.0,
  "cts_buffers": 115,
  "maxSlewViolCount": 0,
  "portBuffers": 113,
  "seq_power_share_pct": 49.2,
  "chipArea_um2": 113000,
  "vias": 38200,
  "largestRegisters": "regfile x1024",
  "io_pins": 114,
  "initCoreUtil_pct": 50.4,
  "yosys.stat.chipArea_um2": 55800,
  "detail-route-antenna-nets": 0,
  "finalSetupViolations": 0,
  "netlist.area_leader.share_pct": 55.2,
  "maxClockFrequency_ghz": 0.0946,
  "edf_count": 1024,
  "antenna_found_initial": 7,
  "fin_crit_ns": 10.57,
  "cts_tree": "yes",
  "overflow": 0,
  "tns_ns": 0,
  "cellPowerDensity_nw_per_um2": 108,
  "p_sw_mw": 1.74,
  "yosys_warnings": 1,
  "ys_ff": 1024,
  "clk_pin_slew_ns": 0.06,
  "p_sw_share_pct": 26.0,
  "synthToLayoutAreaGrowth_pct": 11.4,
  "clock-sinks": 1024
}
[per-stage QoR]
step	total power [mW]	std cells
final	6.69	6168
after global routing	6.88	6166
after CTS	6.72	6165
after detailed placement	4.17	5953
after global placement	4.17	5953
after floorplan	3.80	4646
[power groups by stage]
stage                 Combinational [mW]  Sequential, mW  Clock [mW]
final                              0.833            3.29        2.57
after global routing               0.873            3.31        2.69
after CTS                          0.824            3.29        2.60
[worst paths after layout]
| check | startpoint | to | slack, ns |
|---|---|---|---|
| max | ra_addr[1] | ra_data[19] | 4.83 |
| min | rstn | regfile[6][11]$_SDFFCE_PN0P_ | 3.14 |
[cells by family (layout without fill, tap and decap cells)]
family                 count (synthesis)  count (layout)  synth area share [%]
DFF                                 1024            1024                  55.2
buffers and inverters                455             486                  3.49
other                                  0               3                     0
muxes                               1024            1024                  18.4
AOI/OAI and AO/OA                    608             608                  7.32
and+or+nand+nor                     1535            1535                  15.7
[layout make-up]
cell class,count,area [µm²]
fill,8938,48500
sequential,1024,30700
multi-input combinational,3167,23700
clock buffer,145,3030
timing repair buffer,274,2400
tap,1488,1860
clock inverter,67,399
antenna,3,7.51
[per-layer routing]
metal  share of wire, %  GRT usage [%]  up-vias  routed length [µm]
met3                 13           18.9      499               24800
met1                 36           50.4    18600               70800
met4                5.2           15.4        4               10100
met2                 46           55.3     2159               89500
met5              0.074           1.02        -                 145
li1                   -              -    16900                   -
[cells in the final DEF, fill, tap and decap left out, drive strengths merged, types with 110 or more instances in the layout]
| cell type | Yosys | final |
|---|---|---|
| clkdlybuf4s50 | 0 | 110 |
| a22o | 128 | 128 |
| clkbuf | 290 | 145 |
| a21oi | 192 | 192 |
| nand2 | 197 | 197 |
| a22oi | 192 | 192 |
| nand3 | 193 | 193 |
| edfxtp | 1024 | 1024 |
| and2 | 1026 | 1026 |
| mux2i | 1024 | 1024 |
| buf | 165 | 164 |
[critical path: stages]
cell	delay, ns
buf_8	0.51
buf_4	0.73
buf_4	0.67
buf_4	0.70
mux2i_1	0.26
a22oi_1	0.11
a31oi_1	0.58
nand3_1	0.25
clkdlybuf4s50_1	0.47
Power is estimated from default activity; no workload was simulated.
