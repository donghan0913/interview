[flow/constraint.sdc]
current_design fifo_sync

set clk_period 4.0
set clk_io_pct 0.2

create_clock -name clk0 -period $clk_period [get_ports {clk}]

set non_clock_inputs [all_inputs -no_clocks]
set_input_delay [expr $clk_period * $clk_io_pct] -clock clk0 $non_clock_inputs
set_output_delay [expr $clk_period * $clk_io_pct] -clock clk0 [all_outputs]
[flow/run.sh]
#!/bin/bash
# OpenROAD 26Q1-2900-gdf79404cd8, Yosys 0.63+post, stock flow scripts
make -C /OpenROAD-flow-scripts/flow DESIGN_CONFIG=/design/flow/config.mk WORK_HOME=/design/flow/orfs finish
[flow/config.mk]
export PLATFORM = sky130hd
export DESIGN_NAME = fifo_sync
export DESIGN_NICKNAME = fifo_sync
export VERILOG_FILES = /design/flow/design.v
export SDC_FILE = /design/flow/constraint.sdc
export NUM_CORES = 4
export LEC_CHECK = 1
export CORE_UTILIZATION = 30
[flow/design.v]
`timescale 1ns / 100ps
module fifo_sync #(
    parameter WIDTH = 8,                                     
    parameter DEPTH = 8,                                     
    parameter PTR_SIZE = 3                                   
) (
    clk,
    rst_n,
    wr_en,
    rd_en,
    wr_data,
    rd_data,
    full,
    empty
    );
    localparam FIFO_MAX = DEPTH - 1;
    input                           clk;                     
    input                           rst_n;                   
    input                           wr_en;                   
    input                           rd_en;                   
    input   [WIDTH-1:0]             wr_data;                 
    output  [WIDTH-1:0]             rd_data;                 
    output                          full;                    
    output                          empty;                   
    reg     [WIDTH-1:0]             fifo    [0:DEPTH-1];     
    reg     [PTR_SIZE-1:0]          wr_ptr;                  
    reg     [PTR_SIZE-1:0]          rd_ptr;                  
    always @ (posedge clk, negedge rst_n) begin
        if (~rst_n)     wr_ptr <= 0;
        else begin
            if (wr_en) begin
                if (full == 0) begin
                        wr_ptr <= wr_ptr + 1;
                end
                else if (wr_ptr == FIFO_MAX) begin
                        wr_ptr <= 0;
                end
                else    wr_ptr <= wr_ptr;
            end
            else        wr_ptr <= wr_ptr;
        end
    end
    always @ (posedge clk, negedge rst_n) begin
        if (~rst_n)     rd_ptr <= 0;
        else begin
            if (rd_en) begin
                if (empty == 0) begin
                        rd_ptr <= rd_ptr + 1;
                end
                else if (rd_ptr == FIFO_MAX) begin
                        rd_ptr <= 0;
                end
                else    rd_ptr <= rd_ptr;
            end
            else        rd_ptr <= rd_ptr;
        end
    end
    reg     [WIDTH-1:0]             rd_data_reg;             
	integer i_fifo;   
    always @ (negedge clk, negedge rst_n) begin
        if (~rst_n) begin
			for (i_fifo = 0; i_fifo < DEPTH; i_fifo = i_fifo + 1) begin
						fifo[i_fifo] <= 0;
			end
		end
		else if ((wr_en == 1) && (full == 0)) begin
                        fifo[wr_ptr] <= wr_data;
        end
        else            fifo[wr_ptr] <= fifo[wr_ptr];
    end
    always @ (posedge clk, negedge rst_n) begin
    	if (~rst_n)    	rd_data_reg <= 0;
		else if ((rd_en == 1) && (empty == 0)) begin
                        rd_data_reg <= fifo[rd_ptr];
        end
        else            rd_data_reg <= rd_data_reg;
    end
    assign rd_data = rd_data_reg;
    reg     [PTR_SIZE:0]            status_cnt;              
    always @ (posedge clk, negedge rst_n) begin
        if(~rst_n)      status_cnt <= 0;
        else begin
            if ((wr_en == 1) && (rd_en == 0) && (full == 0)) begin
                if (status_cnt == DEPTH) begin
                        status_cnt <= 0;
                end            
                else    status_cnt <= status_cnt + 1;
            end
            else if ((wr_en == 0) && (rd_en == 1) && (empty == 0)) begin
                        status_cnt <= status_cnt - 1;
            end
            else        status_cnt <= status_cnt;
        end
    end
    wire                            ov_flow;                 
    wire                            un_flow;                 
    assign ov_flow = wr_en & full;
    assign un_flow = rd_en & empty;
    assign full = (status_cnt == DEPTH) ? 1 : 0;
    assign empty = (status_cnt == 0) ? 1 : 0;
endmodule
==> impl_metrics.csv <==
group,metric,value,unit
outcome,status,"finished with violations",
outcome,violations,"negative setup slack",
routing,wl_met3,1410,um
yosys,top_area_share,34.1,%
cells_and_area,largest_reg_flops,64,
routing,antenna_left,0,
routing,wl_met1,6720,um
hold_path,hp-class,"input pin to asynchronous set/reset pin",
setup_path,reg2reg_depth,7,
yosys,edf_count,0,
timing,hold_slack,0.357,ns
yosys,netlist_area,0.00470,sq mm
yosys,synth_top_flop_cell,"dfrtn_1",
timing,setup_viol,14,
place,gp_congestion,0.946,
routing,drc,0,
floorplanning,rows,45,
floorplanning,die_area,0.0162,sq mm
yosys,yosysTopAreaCell,"dfrtn_1",
yosys,syn_inst,506,
routing,wl,14900,um
cells_and_area,instances_no_fill,769,
cells_and_area,drive_gt1_share,27.8,%
global_route,grt_pass1_wl,24000,um
setup_path,arrival,2.20,ns
yosys,ys.warnings.count,2,
power,p_seq_share,27.8,%
cts,clock_latency,0.35,ns
timing,maxSlewHeadroom,52.1,%
cts,h-tree-depth,3,
yosys,ys_cells,506,
cells_and_area,combGateArea,0.00280,sq mm
floorplanning,die-width,127,um
floorplanning,die_h,127,um
power,swShare,44.1,%
setup_path,crit_path_max_fanout,12,
timing,slew_viol_final,0,
timing,rsz0062_at_grt,"yes",
setup_path,path_class,"flip-flop to flip-flop",
timing,final.setup.worst_slack,-0.0323,ns
cells_and_area,nFillCells,1405,
power,combPwrFrac,59.6,%
power,ir_drop,324,uV
place,dpl.hpwl,10300,um
global_route,grt_max_degree,33,
cts,cts_buffer_depth,2,
setup_path,rrSetupSlack,-0.03,ns
yosys,ys.flops,82,
cts,numCtsBuffers,9,
setup_path,cp-end-kind,"flip-flop",
floorplanning,fp_util,30.8,%
timing,worst_pin_slew,0.718,ns
power,power.share.clock,12.6,%
cts,numClockSinks,82,
yosys,ys_seq_share,43.6,%
routing,vias_per_cell,5.58,
global_route,antenna_found_initial,1,
yosys,synth.most_common_cell,"dfrtn_1",
routing,top_layer,"met5",
global_route,grt_pass1_vias,4274,
cts,cts_tree,"done",
routing,route.detailed.wl_per_inst,19.4,um
yosys,ys_async_sr_fraction,100,%
yosys,synthTopCellsByCount,"dfrtn_1 (64), nor2_1 (58), a31oi_1 (57)",
power,p_int,3.42,mW
yosys,synth.area.top_cells,"dfrtn_1 (34%), dfrtp_1 (9.6%), a31oi_1 (7.6%)",
place,dpl.cell_count,751,
yosys,avgSynthCellArea,9.29,sq um
power,leakagePower,2.46,nW
power,powerDensity,980,mW/mm^2
timing,hold_viol,0,
routing,antennaDiodeCount,0,
routing,first_pass_iters,6,
flow_run,cap_violations,0,
cts,clk_pin_slew,0.06,ns
place,preCtsSetupSlack,-0.252,ns
cells_and_area,area_delta_synth_final,32.7,%
routing,routed-wl-met2,6400,um
routing,num_vias,4293,
floorplanning,fp.coreArea,0.0153,sq mm
global_route,overflow,0,
floorplanning,num_io_pins,22,
setup_path,crit_path_start_kind,"flip-flop",
place,port-buffer-count,21,
flow_run,warning_count,36,
cts,cts-root-buf,"clkbuf_16",
setup_path,crit_required,2.17,ns
timing,clock_skew,0.00788,ns
yosys,synth_cell_types,44,
cells_and_area,seqCellArea,0.00206,sq mm
yosys,synth-area-yosys,0.00470,sq mm
global_route,track_usage,19.8,%
power,switchingPower,2.70,mW
routing,drtIter0Drc,374,
critical path, cell delays in order (launching register included):
cell	delay (ns)
dfrtp_2	0.46
ha_4	0.20
ha_4	0.18
buf_12	0.15
a22oi_2	0.17
o221ai_2	0.15
o31ai_4	0.40
a31oi_1	0.14
path summary, 6_finish.rpt:
kind	start	endpoint
max	wr_ptr[0]	fifo[3][6]
min	rst_n	wr_ptr[2]
max reg2reg	wr_ptr[0]	fifo[3][6]
min reg2reg	rd_data_reg[2]	rd_data_reg[2]
max in group asynchronous	rst_n	fifo[4][0]
min in group clk0	rd_data_reg[2]	rd_data_reg[2]
power by group through the flow:
stage / Sequential (mW) / Combinational, mW / Clock [mW]
4_1_cts: 1.67 / 3.41 / 0.790
5_1_grt: 1.75 / 3.94 / 0.818
6_report: 1.70 / 3.64 / 0.772
stage by stage:
step | area, sq um | total power, mW | utilization (%) | TNS (ns)
global route | 6240 | 6.51 | 40.9 | -3.62
finish | 6240 | 6.12 | 40.9 | -0.139
CTS | 6050 | 5.86 | 39.6 | -0.0527
detailed placement | 5490 | 4.65 | 36.0 | -10.82
global placement | 5490 | 4.62 | 36.0 | -9.48
floorplan | 4770 | 3.51 | - | 0
cell usage in the layout, fill, tap and decap left out, types with 9 or more instances in the layout:
master           count
a22oi_2             20
dfrtn_1             64
a31oi_1             57
dfrtp_1             15
clkdlybuf4s50_1     20
o21ai_1              9
mux2_2              17
nor2b_1             20
clkbuf_16            9
inv_1               16
nand3_1             10
nand2_1             40
nor2_1              58
buf_4               46
metal layers:
layer / GRT usage (%) / up-vias
li1: - / 1978
met1: 29.7 / 2093
met2: 28.7 / 189
met3: 6.44 / 31
met4: 4.20 / 2
met5: 0 / -
cell families after synthesis:
family          share of synthesized area, %
compound gates                          23.8
xor+xnor                               0.373
fa+ha+maj                               3.73
buf+inv                                 5.61
flops                                   43.6
mux                                     5.56
simple gates                            17.3
cell type report:
class	instances	area share (%)
tap	211	4.23
multi-input combinational	363	44.8
clock buffer	15	4.29
timing repair buffer	80	12.4
inverter	18	1.28
sequential	82	32.9
what timing repair did:
action,in CTS,in global routing
gates resized,42,39
setup endpoints to repair,64,61
endpoints found under the hold margin,0,0
hold buffers,0,0
pin swaps,24,39
setup buffers,5,3
No activity file was given, so power comes from the tool's default toggle rates.
